File: ./run.sh
#!/bin/bash
# OpenROAD 26Q1-2900-gdf79404cd8, Yosys 0.63+post, stock flow scripts
make -C /OpenROAD-flow-scripts/flow DESIGN_CONFIG=/design/flow/config.mk WORK_HOME=/design/flow/orfs finish
File: ./constraint.sdc
current_design top_FIFO

set clk_period 19.3
set clk_io_pct 0.2

create_clock -name clk0 -period $clk_period [get_ports {Clock}]

set non_clock_inputs [all_inputs -no_clocks]
set_input_delay [expr $clk_period * $clk_io_pct] -clock clk0 $non_clock_inputs
set_output_delay [expr $clk_period * $clk_io_pct] -clock clk0 [all_outputs]
File: ./config.mk
export PLATFORM = sky130hd
export DESIGN_NAME = top_FIFO
export DESIGN_NICKNAME = top_FIFO
export VERILOG_FILES = /design/flow/design.v
export SDC_FILE = /design/flow/constraint.sdc
export NUM_CORES = 4
export LEC_CHECK = 1
export CORE_UTILIZATION = 40
File: ./design.v
`timescale 1ns / 1ps
module top_FIFO(Read_Data, Write_Data, Full, Empty, Half_Empty, Clock, Reset, WE, RE, EN);
parameter M = 32;
parameter N = 16;
logic [M-1:0]i;                    
output logic [N-1:0] Read_Data;    
output logic Full, Empty, Half_Empty;
input [N-1:0] Write_Data;          
input Clock, Reset, WE, RE, EN;    
logic [M-1:0] Write_Pointer, Read_Pointer;  
logic [N-1:0] Memory [M-1:0];     
assign Full = ( (Write_Pointer == M) & (Read_Pointer == 0) ? 1 : 0 );
assign Empty = (Write_Pointer == Read_Pointer) ? 1 : 0;
assign Half_Empty = ( (Write_Pointer == (N/2)) || (Read_Pointer == (N/2)) ? 1 : 0 );
always @(posedge Clock)
begin
  if (EN == 0)
  begin
    if (Reset)
      begin
        for (i=0; i<=(M-1); i++)
        begin
            Memory[i] <= 0;
        end
        Read_Data <= 0; Write_Pointer <= 0; Read_Pointer <= 0;
      end
    else if (WE & !Full)
      begin
        Memory[Write_Pointer] <= Write_Data;
        Write_Pointer <= Write_Pointer + 1;
      end
    else if (RE & !Empty)
      begin
        Read_Data <= Memory[Read_Pointer];
        Read_Pointer <= Read_Pointer + 1;
      end
  end
  else
  begin
  end
end
endmodule
==> run summary <==
EDFF count, synth: 592
DRC: 0
crit path time final: 7410 ps
clock power share: 39.2%
Worst VDD drop: 0.0000733 V
Cells after DPL: 2815
clock sink count: 592
routability congestion estimate: 0.926
mean post-synth cell area: 13.6 um^2
Synth Area in Adders: 0.278%
clk ins delay skew pair: 660 ps
DRT iter0 DRCs: 1151
Die W: 262 um
vias per inst: 5.79
CP startpoint kind: flop
dpl hpwl: 47500 um
Gate Area: 0.00869 mm^2
combinational share of power: 9.0%
and-or/or-and share of the synthesized area: 2.56%
clock slew at reported path FFs: 60 ps
Final ANT Viol Nets: 0
Rel. slew slack: 35.1%
pre-CTS setup slack: 12590 ps
fin. max-slew vios: 0
yosys stat area: 0.0270 mm^2
Internal Power: 2180 uW
status: finished, final reports clean
Crit Path Class: flop to output pin
setup bufs post-CTS: 0
hold crit path type: flop to flop
Setup-failing EPs final: 0
unrepaired setup endpoints after global routing: no
core area: 0.0662 mm^2
final wirelength: 79400 um
port bufs: 39
I/O pin cnt: 40
Layout Skew: 34.6 ps
area grow syn2layout: 12.9%
clock root buffer: clkbuf_16
and+or+nand+nor area frac: 13.6%
Multiplexer share: 12.6%
share of cells above drive strength 1: 16.9%
Yosys cell types: 43
Pleak: 0.00974 uW
CTS Buf Count: 61
Top logic family: simple AND/OR/NAND/NOR gates
synthesized instance count: 1978
Post-Syn Area: 0.0270 mm^2
Die Span Y: 262 um
Sw Ratio: 23.9%
First-pass DRT Iterations: 5
pin count of the biggest net entering global routing: 75
final worst slack: 11890 ps
CTS hold repair buffers: 0
WHS: 697 ps
final non-filler cell area: 0.0305 mm^2
Synth flops: 592
H-tree levels: 2
yosys cell count: 1978
antenna diode count: 0
vias in the first global route: 17600
WP data arrival: 3550 ps
initial antenna violation count: 2
tool warning count: 29
Non-Filler Instances: 2928
Switch Pwr: 685 uW
# resized after CTS: 0
register area: 0.0178 mm^2
Peak Freq: 0.135 GHz
first-pass GRT wire length: 117000 um
total of max-cap violations: 0
total gr overflow: 0
CTS tree: built
Seq pwr share: 51.8%
Placed Area: 0.0286 mm^2
DR WL/cell: 27.1 um
worst-path maximum fanout: 10
Overall Global Routing Usage: 26.0%
Worst Tran Pin Value: 963 ps
register area share after synthesis: 65.9%
fillcell total: 5656
cycle use final: 38.4%
yosys warns: 1
Critical Path RT: 15440 ps
vias: 17000
Fin. Hold Viols: 0
FFs w/ async S/R, synth: 0%
Rows: 94
DIE AREA: 0.0685 mm^2
ys flop type: edfxtp_1
setup TNS: 0 ps
yosys xor share: 2.60%
Initial Util: 40.8%
Worst Setup End Kind: output pin
power per cell area: 93.9 mW/mm^2
clk buf depth: 3
synthesized netlist by cell type, types with 11 or more instances:
cell,number,area [um^2]
nor2_1,608,2280
edfxtp_1,592,17800
mux4_2,128,2880
clkbuf_1,103,387
nand2_1,94,353
mux2i_1,48,480
xor2_1,42,368
xnor2_1,38,333
nor4_1,33,206
a21oi_1,31,155
buf_2,27,135
nor2b_1,26,163
nand3_1,20,100
nand4_1,17,106
a2111oi_0,16,140
a211oi_1,16,120
a22o_1,16,140
inv_1,13,48.8
and4_1,11,96.3
buf_4,11,82.6
final timing paths:
| check | startpoint | endpoint | slack, ps | cells after the start |
|---|---|---|---|---|
| setup / recovery | Write_Pointer[1] | Full | 11890 | 7 |
| hold / removal | Write_Pointer[16] | Write_Pointer[16] | 700 | 2 |
| setup reg to reg | Read_Pointer[1] | Read_Data[1] | 15050 | 8 |
| hold reg to reg | Write_Pointer[16] | Write_Pointer[16] | 700 | 2 |
metal layers:
metal	global-route usage, %	vias to the layer above	wire, um
li1	-	7367	-
met1	32.5	8221	26800
met2	36.3	1183	35000
met3	20.7	168	14900
met4	5.81	12	2320
met5	4.10	-	350
flip-flops by register name, summed over array words and instances, names as in the netlist:
name,flops
Memory,512
Read_Data,16
Read_Pointer,32
Write_Pointer,32
cell usage in the layout, fill, tap and decap left out, drive strengths merged, types with 6 or more instances in the layout:
cell / count
buf: 83
a2111oi: 16
o21ai: 10
a31oi: 7
ha: 6
xor2: 42
a22o: 16
xnor2: 38
mux4: 128
nor4: 36
clkbuf: 75
nand2: 95
nand2b: 10
a21oi: 31
and4: 11
a211oi: 16
mux2i: 48
edfxtp: 592
and2: 8
nor2b: 26
inv: 16
nand3: 21
nor2: 608
clkinv: 32
clkdlybuf4s50: 37
nor3: 10
nand4: 17
or3: 10
metrics by stage:
| step | util, % | total power, uW |
|---|---|---|
| floorplan | - | 1650 |
| global placement | 43.2 | 1760 |
| detailed placement | 43.2 | 1760 |
| CTS | 46.0 | 2880 |
| global route | 46.0 | 2940 |
| finish | 46.0 | 2860 |
power by group through the flow:
stage	Sequential [uW]	Clock, uW	Combinational (uW)
4_1_cts	1480	1140	255
6_report	1480	1120	257
5_1_grt	1490	1180	273
kinds of logic (layout without fill, tap and decap cells):
| kind of cell | Yosys count | after routing |
|---|---|---|
| simple gates | 861 | 861 |
| compound gates | 100 | 100 |
| buf+inv | 160 | 246 |
| fa+ha+maj | 6 | 6 |
| flops | 592 | 592 |
| mux | 179 | 179 |
| xor+xnor | 80 | 80 |
cell type report:
cell class,instances,area share (%)
flip-flops and latches,592,58.3
multi-input cells,1226,28.5
clock buffers,75,5.25
well taps,864,3.55
repair buffers,120,3.29
clock inverters,38,0.899
inverters,13,0.160
worst max-delay path, stage by stage (launching register included):
cell and delay, ps:
edfxtp_1 500, inv_1 130, ha_1 530, nor4b_1 430, and4_1 350, nand4_1 380, inv_1 140, clkdlybuf4s50_1 470
No activity file was given, so power comes from the tool's default toggle rates.
